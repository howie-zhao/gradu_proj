===== ./config.mk =====
export PLATFORM = sky130hd
export DESIGN_NAME = disp_timing_ctrl
export DESIGN_NICKNAME = disp_timing_ctrl
export VERILOG_FILES = /design/flow/design.v
export SDC_FILE = /design/flow/constraint.sdc
export NUM_CORES = 4
export LEC_CHECK = 1
export CORE_AREA = 10 10 107 107
export DIE_AREA = 0 0 117 117

===== ./design.v =====
module disp_timing_ctrl(
    input                   clk,
    output  [7:0]           r_o,
    output  [7:0]           g_o,
    output  [7:0]           b_o,
    output                  de,
    output                  vsync,
    output                  hsync
);
    reg     [11:0]  hcounter;
    reg     [11:0]  vcounter;
    wire    [15:0]  gray_tmp;
    wire    [7:0]   gray_o;
    reg     [23:0]  color;
    reg     [7:0]   R_reg;
    reg     [7:0]   G_reg;
    reg     [7:0]   B_reg;
   parameter C_BLACK = 24'h000000;   
    parameter hVisible   = 1920;
    parameter hStartSync = 1920+88;
    parameter hEndSync   = 1920+88+44;
    parameter hMax       = 1920+88+44+148;   
    parameter vVisible   = 1080;
    parameter vStartSync = 1080+3;
    parameter vEndSync   = 1080+3+5;
    parameter vMax       = 1080+3+5+37;      
    parameter h_sync     = 44;
    parameter h_back     = 148;
    parameter h_vld      = 1920;
    parameter h_front    = 88;
    parameter v_sync     = 5;
    parameter v_back     = 37;
    parameter v_vld      = 1080;
    parameter v_front    = 3;
    always @(posedge clk) begin
        if(hcounter < hMax - 12'd1)         
        	hcounter <= hcounter + 12'd1;
        else
        	hcounter <= 12'd0;
    end
    always @(posedge clk) begin
        if(hcounter == hMax - 12'd1) begin
        	if(vcounter < vMax - 12'd1)    
        		vcounter <= vcounter + 12'd1;
        	else
        		vcounter <= 12'd0;
        end
    end
    always @(posedge clk)
        if (hcounter <= hVisible/5)
            color <= C_BLACK;
        else if(hcounter <= 2*hVisible/5)
            color <= C_BLACK;
        else if(hcounter <= 3*hVisible/5)
            color <= C_BLACK;
        else if(hcounter <= 4*hVisible/5)
            color <= C_BLACK;
        else
            color <= C_BLACK;
    always @(*) begin
        R_reg = color[23:16];
        G_reg = color[15:8];
        B_reg = color[7:0];
    end
    assign gray_tmp = R_reg*77 + G_reg*151 + B_reg*28;
    assign gray_o = gray_tmp[15:8];
    assign r_o = de ? (hcounter[6:0] + vcounter[6:0]): 0;  
    assign g_o = gray_o;  
    assign b_o = gray_o;  
    assign hsync = ((hcounter >= hStartSync)&&(hcounter < hEndSync))? 1'b1:1'b0;   
    assign vsync = ((vcounter >= vStartSync)&&(vcounter < vEndSync))? 1'b1:1'b0;   
    assign de = (vcounter >= vVisible || hcounter >= hVisible) ? 1'b0 : 1'b1;  
endmodule

===== ./run.sh =====
#!/bin/bash
# OpenROAD 26Q1-2900-gdf79404cd8, Yosys 0.63+post, stock flow scripts
make -C /OpenROAD-flow-scripts/flow DESIGN_CONFIG=/design/flow/config.mk WORK_HOME=/design/flow/orfs finish

===== ./constraint.sdc =====
current_design disp_timing_ctrl

set clk_period 4.2
set clk_io_pct 0.2

create_clock -name clk0 -period $clk_period [get_ports {clk}]

set non_clock_inputs [all_inputs -no_clocks]
set_input_delay [expr $clk_period * $clk_io_pct] -clock clk0 $non_clock_inputs
set_output_delay [expr $clk_period * $clk_io_pct] -clock clk0 [all_outputs]

==> notes.md <==
Observations from the implementation run.

Timing:
- After layout, the worst path uses 83.0% of the clock period.
- The run puts the worst-case hold slack at 0.487 ns.
- The run gives the post-layout minimum cycle time as 3.49 ns.
- The run gives the count of final max-slew check failures as 0.
- Setup repair after global routing left no endpoint under its margin.
- The run gives the final number of hold-violating endpoints as 0.
- The final report lists the setup-violating endpoint count as 0.
- The run gives the maximum clock frequency as about 290 MHz.
- The run puts the worst-case clock skew at around 0.0022 ns.
- Summed over all failing endpoints, the final setup total negative slack is 0 ns.

Floorplan:
- The run gives the vertical extent of the die as 117 um.
- The run gives the area of the chip as approximately 0.014 mm2.
- After floorplanning, the core was sized to cover 0.00920 mm2.
- Once the floorplan was initialized, standard cells occupied about a fifth of the core.
- Per the OpenROAD floorplan log, the width of the die is ~120 um.
- The run puts the number of placement rows at 35.
- The run puts the count of pins on the block boundary at 28.

Clock tree:
- The run gives the number of buffers added for setup after CTS as 0.
- The run puts the number of buffers inserted during clock tree synthesis at 3.
- The report puts the hold buffer count at CTS at 0.
- The registers of the reported paths see a clock transition of 0.09 ns.
- TritonCTS built the clock tree.
- The run gives the clock insertion delay at the later pin of the skew report as ~0.26 ns.
- The run gives the maximum level of the CTS H-tree as 1.
- Per the CTS log, the root buffer master is sky130_fd_sc_hd__clkbuf_8.
- The run puts the number of buffers between clock root and the deepest sink at 2.
- Gates resized during post-CTS repair numbered 0.
- The run puts the clock sink total at 24.

Power:
- The script extracted a total leakage power of around 0.70 nW.
- Power spread over the standard cell area amounts to 207 mW/mm2.
- The run gives the maximum vdd ir drop as about 0.11 mV.

Synthesis:
- The run puts the mean instance size in the synthesized netlist at 9.10 um2.
- The run puts the number of enable flip-flop cells at 12.
- The run gives the number of unique standard cell types used by synthesis as 44.
- After synthesis, the design contains between 150 and 200 cells according to Yosys.
- The run puts the async set-or-reset flop fraction in the synthesized netlist at 0%.
- The run puts the part of the Yosys area used for sequential elements at 35.1%.
- The run puts the cell count after synthesis at between 150 and 200.
- The run gives the number of synthesized register bits as 24.
- The run gives the yosys warning tally as 1.
- The run gives the chip area estimate from yosys synthesis as 0.00171 mm2.
- The run gives the most used flip-flop cell after synthesis as sky130_fd_sc_hd__edfxtp_1.
- The synthesized netlist occupies a cell area of 0.00171 mm2.

Global route:
- The number of global-route vias before repair was 1143.
- The run puts the initial antenna violation count at 0.
- The run gives the largest net degree at the start of global routing as 14.
- The first global-routing pass estimated 5.64 mm of wire.
- The run puts the overall fraction of global-route tracks in use at between 4 and 5%.
- Global routing finished with a remaining overflow of 0.

Routing:
- The run gives the detailed-route wire length per cell as about 11 um.
- The run gives the number of routed nets with antenna violations as 0.
- The run puts the number of DRC markers after the initial detailed-route iteration at 45.
- The run puts the residual DRC count at 0.
- The run gives the number of vias after detailed routing as approximately 1200.
- The run puts the number of detailed-routing iterations run before antenna repair at 4.
- The run puts the total antenna diodes in the routed design at 0.
- For this block, the routed nets add up to 3.35 mm of wire.
- The run puts the detail-routed via count per cell at 3.94.

Setup path:
- The critical path goes through ha_1, fa_1, a211oi_1, o21ai_0, and3_1, nor3_2, clkdlybuf4s50_1.
- The run puts the largest stage delay on the critical path at ~0.47 ns.
- Per the STA report, the cell with the highest stage delay on the worst path is sky130_fd_sc_hd__clkdlybuf4s50_1.
- The run puts the data required time at the worst endpoint at between 3 and 4 ns.
- The timing report attributes the biggest portion of critical-path delay to adder cells.
- The run gives the category of the most critical setup path as register to primary output.
- STA classifies the critical path startpoint as a register.
- The run puts the sum of buffers and inverters on the critical path at 1.
- The run gives the maximum fanout along the worst path as 5.
- The run puts the worst endpoint data arrival time at 2.65 ns.
- STA classifies the critical path endpoint as a primary output.

Placement:
- In the placement report, post-DP HPWL is listed as 2.58 mm.
- RePlAce ended its routability-driven mode at a weighted congestion of 0.859.
- The run puts the number of buffers added on ports at 11.

Outcome:
- The flow ran to the end, and the final reports show no timing, DRC or antenna violations.

Cells and area:
- In the layout the commonest cells are sky130_fd_sc_hd__nor2_1 (30), sky130_fd_sc_hd__conb_1 (17), sky130_fd_sc_hd__dfxtp_1 (12), sky130_fd_sc_hd__edfxtp_1 (12).
- The layout report lists the multi-input gate area as 996 um2.
- Per the cell usage report, the commonest logic cell in the layout is sky130_fd_sc_hd__nor2_1.
- The run gives the flip-flop and latch area as 601 um2.
- The run gives the final standard cell utilization of the core as 21.1%.
- The run puts the number of filler cells placed in the layout at between 1000 and 1500.
- Of the cells placed in the final design, the portion with a size suffix greater than 1 is about 8.6%.
- The flow measured a signed area growth from synthesis to layout of 13.2%.

Job:
- In this run the tools logged warnings totalling 29.
- The run gives the max capacitance violation total as 0.

Worst hold path:
- The run gives the class of the tightest hold or removal check as register to register.
==> per-layer routing <==
layer  share of wire [%]  wire length (um)  global-route usage (%)
met1                  49              1650                    7.01
met2                  47              1570                    8.44
met5                   0                 0                       0
met4                 1.4                47                   0.741
met3                 2.5                83                   0.310
==> report_power, final <==
group | internal, mW | switching (mW)
clock | 0.0837 | 0.0742
sequential | 0.243 | 0
combinational | 0 | 0.000814
total | 0.327 | 0.0750
==> state kept, by name, summed over array words and instances (netlist names) <==
| signal | flops |
|---|---|
| hcounter | 12 |
| vcounter | 12 |
==> final cells by class <==
| class | count | area share (%) |
|---|---|---|
| timing repair buffer | 12 | 6.07 |
| inverter | 8 | 1.55 |
| tap | 111 | 7.17 |
| multi-input combinational | 150 | 51.4 |
| sequential | 24 | 31.0 |
| clock buffer | 4 | 2.84 |
==> synth_stat cells (2+ instances only) <==
cell	number	area, um2
sky130_fd_sc_hd__nor2_1	30	113
sky130_fd_sc_hd__buf_4	16	120
sky130_fd_sc_hd__dfxtp_1	12	240
sky130_fd_sc_hd__edfxtp_1	12	360
sky130_fd_sc_hd__ha_1	11	138
sky130_fd_sc_hd__nand3_1	11	55.1
sky130_fd_sc_hd__xnor2_1	10	87.6
sky130_fd_sc_hd__inv_1	8	30.0
sky130_fd_sc_hd__xor2_1	8	70.1
sky130_fd_sc_hd__nand2_1	7	26.3
sky130_fd_sc_hd__a211oi_1	5	37.5
sky130_fd_sc_hd__nor3_1	5	25.0
sky130_fd_sc_hd__a21oi_1	4	20.0
sky130_fd_sc_hd__and3_1	4	25.0
sky130_fd_sc_hd__clkbuf_1	4	15.0
sky130_fd_sc_hd__o21ai_0	4	20.0
sky130_fd_sc_hd__a21o_1	3	22.5
sky130_fd_sc_hd__nand4_1	3	18.8
sky130_fd_sc_hd__nor3_2	3	30.0
sky130_fd_sc_hd__and3_2	2	15.0
sky130_fd_sc_hd__and4_1	2	17.5
sky130_fd_sc_hd__buf_2	2	10.0
==> metrics by stage <==
step / cells / cell area (um2) / total power [mW] / setup slack [ns]
floorplan: 204 / 1770 / 0.259 / 1.63
global placement: 305 / 1880 / 0.250 / 1.01
detailed placement: 305 / 1880 / 0.250 / 0.994
CTS: 309 / 1940 / 0.410 / 0.678
global route: 309 / 1940 / 0.417 / 0.502
finish: 309 / 1940 / 0.402 / 0.715
==> final timing paths <==
path | from | endpoint | slack (ns) | depth (start not counted)
worst max-delay path | vcounter[0] | r_o[6] | 0.71 | 7
worst min-delay path | hcounter[0] | hcounter[0] | 0.49 | 1
worst max register to register | hcounter[1] | hcounter[3] | 2.53 | 5
worst min register to register | hcounter[0] | hcounter[0] | 0.49 | 1
==> cells by family (layout without fill, tap and decap cells) <==
kind of cell             after synthesis  count (layout)  share of synthesized area (%)
AND-OR/OR-AND                         25              25                           10.8
XOR/XNOR                              18              18                           9.21
adder cells (fa/ha/maj)               12              12                           9.21
buffers and inverters                 30              24                           10.2
flip-flops                            24              24                           35.1
multiplexers                           1               1                          0.585
other                                  1              17                          0.219
AND/OR/NAND/NOR                       77              77                           24.6
==> worst reg2reg max path: stages (launching register included) <==
cell,delay [ns]
sky130_fd_sc_hd__dfxtp_1,0.45
sky130_fd_sc_hd__ha_1,0.30
sky130_fd_sc_hd__a21oi_1,0.10
sky130_fd_sc_hd__o211ai_1,0.21
sky130_fd_sc_hd__and2_1,0.39
sky130_fd_sc_hd__nor2_1,0.10
Power and IR drop assume default switching activity.
