`./run.sh`:
```
#!/bin/bash
# OpenROAD 26Q1-2900-gdf79404cd8, Yosys 0.63+post, stock flow scripts
make -C /OpenROAD-flow-scripts/flow DESIGN_CONFIG=/design/flow/config.mk WORK_HOME=/design/flow/orfs finish
```
`./config.mk`:
```
export PLATFORM = sky130hd
export DESIGN_NAME = wht_2d
export DESIGN_NICKNAME = wht_2d
export VERILOG_FILES = /design/flow/design.v
export SDC_FILE = /design/flow/constraint.sdc
export NUM_CORES = 4
export LEC_CHECK = 1
export CORE_UTILIZATION = 50
```
`./constraint.sdc`:
```
current_design wht_2d

set clk_period 9.1
set clk_io_pct 0.2

create_clock -name clk0 -period $clk_period [get_ports {clk}]

set non_clock_inputs [all_inputs -no_clocks]
set_input_delay [expr $clk_period * $clk_io_pct] -clock clk0 $non_clock_inputs
set_output_delay [expr $clk_period * $clk_io_pct] -clock clk0 [all_outputs]
```
`./design.v`:
```
module wht_2d #(
    parameter  WIDTH0 = 8, 
    parameter  WIDTH1 = 11, 
    parameter  WIDTH2 = 13 
)(
    input   wire                    clk,
    input   wire                    rst_n,
    input   wire    [4*WIDTH0-1:0]  blk_i,
    input   wire                    blk_valid,
    output  wire    [WIDTH2-1:0]    pix_out0,
    output  wire    [WIDTH2-1:0]    pix_out1,
    output  wire    [WIDTH2-1:0]    pix_out2,
    output  wire    [WIDTH2-1:0]    pix_out3,
    output  reg                     pix_ovalid
);
    wire    signed  [WIDTH0-1:0]    pix[3:0];
    reg             [WIDTH1-1:0]    cal_pix[3:0]; 
    reg             [1:0]           cal_cnt;
    reg                             blk_valid_d;
    reg                             blk_valid_d2;
    reg             [4*WIDTH1-1:0]  row_buffer0;
    reg             [4*WIDTH1-1:0]  row_buffer1;
    reg             [4*WIDTH1-1:0]  row_buffer2;
    reg             [4*WIDTH1-1:0]  row_buffer3;
    reg             [4*WIDTH1-1:0]  row_pix_buffer[3:0];
    reg                             row_pix_vld;
    reg             [WIDTH2-1:0]    cal_pix_final[3:0];
    wire    signed  [WIDTH1-1:0]    row_pix[3:0];
    wire            [4*WIDTH1-1:0]  row_pix_i;
    reg             [1:0]           row_pix_cnt;
    assign pix[0] = blk_i[1*WIDTH0-1:0];
    assign pix[1] = blk_i[2*WIDTH0-1:1*WIDTH0];
    assign pix[2] = blk_i[3*WIDTH0-1:2*WIDTH0];
    assign pix[3] = blk_i[4*WIDTH0-1:3*WIDTH0];
    always @(posedge clk or negedge rst_n) begin
        if (!rst_n) begin
            cal_pix[0] <= 0;
            cal_pix[1] <= 0;
            cal_pix[2] <= 0;
            cal_pix[3] <= 0;
        end
        else if (blk_valid) begin
            cal_pix[0] <= (pix[0] + pix[1]) + (pix[2] + pix[3]);
            cal_pix[1] <= (pix[0] - pix[1]) + (pix[2] - pix[3]);
            cal_pix[2] <= (pix[0] + pix[1]) - (pix[2] + pix[3]);
            cal_pix[3] <= (pix[0] - pix[1]) - (pix[2] - pix[3]);
        end
    end
    always @(posedge clk or negedge rst_n) begin
        if (!rst_n) begin
            cal_cnt <= 0;
        end
        else if (blk_valid_d) begin
            cal_cnt <= cal_cnt + 1;
        end
        else begin
            cal_cnt <= 0;
        end
    end
    always @(posedge clk or negedge rst_n) begin
        if (!rst_n) begin
            blk_valid_d <= 0;
            blk_valid_d2 <= 0;
        end
        else begin
            blk_valid_d <= blk_valid;
            blk_valid_d2 <= blk_valid_d;
        end
    end
    always @(posedge clk or negedge rst_n) begin
        if (!rst_n) begin
            row_buffer0 <= 0;
            row_buffer1 <= 0;
            row_buffer2 <= 0;
            row_buffer3 <= 0;
        end
        else if (blk_valid_d) begin
            row_buffer0 <= {row_buffer0[3*WIDTH1-1:0], cal_pix[0]};
            row_buffer1 <= {row_buffer1[3*WIDTH1-1:0], cal_pix[1]};
            row_buffer2 <= {row_buffer2[3*WIDTH1-1:0], cal_pix[2]};
            row_buffer3 <= {row_buffer3[3*WIDTH1-1:0], cal_pix[3]};
        end
    end
    always @(posedge clk or negedge rst_n) begin
        if (!rst_n) begin
            row_pix_vld <= 0;
            row_pix_buffer[0] <= 0;
            row_pix_buffer[1] <= 0;
            row_pix_buffer[2] <= 0;
            row_pix_buffer[3] <= 0;
        end
        else if(blk_valid_d2 && (cal_cnt == 0)) begin
            row_pix_vld <= 1;
            row_pix_buffer[0] <= row_buffer0;
            row_pix_buffer[1] <= row_buffer1;
            row_pix_buffer[2] <= row_buffer2;
            row_pix_buffer[3] <= row_buffer3;
        end
    end
    always @(posedge clk or negedge rst_n) begin
        if (!rst_n) begin
            row_pix_cnt <= 0;
        end
        else if (row_pix_vld) begin
            row_pix_cnt <= row_pix_cnt + 1;
        end
        else begin
            row_pix_cnt <= 0;
        end
    end
    assign row_pix_i = row_pix_buffer[row_pix_cnt];
    assign row_pix[3] = row_pix_i[1*WIDTH1-1:0];
    assign row_pix[2] = row_pix_i[2*WIDTH1-1:1*WIDTH1];
    assign row_pix[1] = row_pix_i[3*WIDTH1-1:2*WIDTH1];
    assign row_pix[0] = row_pix_i[4*WIDTH1-1:3*WIDTH1];
    always @(posedge clk or negedge rst_n) begin
        if (!rst_n) begin
            cal_pix_final[0] <= 0;
            cal_pix_final[1] <= 0;
            cal_pix_final[2] <= 0;
            cal_pix_final[3] <= 0;
        end
        else if (row_pix_vld) begin
            cal_pix_final[0] <= (row_pix[0] + row_pix[1]) + (row_pix[2] + row_pix[3]);
            cal_pix_final[1] <= (row_pix[0] - row_pix[1]) + (row_pix[2] - row_pix[3]);
            cal_pix_final[2] <= (row_pix[0] + row_pix[1]) - (row_pix[2] + row_pix[3]);
            cal_pix_final[3] <= (row_pix[0] - row_pix[1]) - (row_pix[2] - row_pix[3]);
        end
    end
    assign pix_out0 = cal_pix_final[0];
    assign pix_out1 = cal_pix_final[1];
    assign pix_out2 = cal_pix_final[2];
    assign pix_out3 = cal_pix_final[3];
    always @(posedge clk or negedge rst_n) begin
        if (!rst_n) begin
            pix_ovalid <= 0;
        end
        else begin
            pix_ovalid <= row_pix_vld;
        end
    end
endmodule  
```
==> flow_summary.toml <==
# physical design summary
[cts]
clock_path_buffers = 3
cts_tree = "built"
clock.latency.late_pin_ns = 0.58
clock-root-buffer = "clkbuf_16"
postCtsHoldBufs = 0
cts.sinks = 400
cts_resized = 0
post_cts.repair.setup_buffers = 0
clk_pin_slew_ns = 0.06
htreeDepth = 2
cts_buffers = 43

[yosys]
synthCells = 1922
syn-cell-area_mm2 = 0.02205
avgSynthCellArea_um2 = 11.47
synth-main-ff-cell = "dfrtp_1"
ys_types = 71
ys_async_sr_fraction = 1.000
top_area_cell = "dfrtp_1"
top_cell = "dfrtp_1"
synth_adder_area_share = 0.1053
synth-xor-area-share = 0.04477
synthAoiAreaFrac = 0.1004
edf_count = 0
ys_top_cells_by_area = "dfrtp_1 (45%), mux2_2 (18%), ha_1 (9.1%)"
synthTopCellsByCount = "dfrtp_1 (400), mux2_2 (362), ha_1 (160)"
synth_warnings = 4
synth.logic.top_family = "multiplexers"
yosys_cells = 1922
synth.top_cell.area_share = 0.4539
ys_sh_mux = 0.1958
ys_ff = 400
seq_area_frac_synth = 0.4539
simple_gate_area_frac = 0.05640
ys_area_mm2 = 0.02205

[detailed_routing]
drc = 0
vias_per_cell = 5.431
finalWirelength_um = 45680
drtIter0Drc = 777
antenna_cells = 0
ant_nets = 0
route.detailed.wl_per_inst_um = 17.59
dr.pass1.iters = 5
vias = 14100

[floorplanning]
rows = 76
io_pins = 88
die-area_mm2 = 0.04495
core_mm2 = 0.04327
die_w_um = 212.0
initial_core_util = 0.5097
die_y_um = 212.0

[setup_path]
reg2reg_depth = 21
cp.arrival_ns = 5.40
critPathMaxStageDelay_ns = 0.52
worst_path_max_delay_cell = "buf_4"
crit_type = "flop to flop"
cp_top_family = "AND-OR/OR-AND gates"
startpoint_type = "flop"
critical_path_buf_inv_count = 4
path_max_fanout = 38
cp_num_cells = 21
path_cells = "inv_1 > ha_2 > buf_4 > nor2_1 > a22oi_1 > inv_1 > ha_1 > fa_1 > a21o_1 > a21oi_1 > o21bai_1 > a21oi_1 > o21ai_1 > xor2_1 > ha_1 > inv_1 > a21oi_1 > nor2_1 > a211oi_1 > xnor2_1 > a21oi_1"
end_kind = "flop"
cp.required_ns = 9.52
timing.critical_path.mode_cell = "a21oi_1"

[sta]
timing.final.ws_setup_ns = 4.112
finalSetupViolations = 0
fmax_ghz = 0.2005
fin_setup_tns_ns = 0
final-max-slew-violation-count = 0
worstMarginPinSlew_ns = 0.7923
hold_viol_final = 0
fin_crit_ns = 4.988
relSlewSlack = 0.4718
period_used_share = 0.5482
fin_skew_ns = 0.02295
fin_hold_ws_ns = 0.4399
rsz0062_at_grt = "false"

[job]
drv_cap = 0
tool_warnings = 109

[global_route]
antenna_found_initial = 1
gr-total-overflow = 0
grt_pass1_wl_um = 75780
grt_usage = 0.2242
grt_max_degree = 126
grt_pass1_vias = 14060

[placement]
gp_congestion = 0.9101
port_buffers = 87
dp_hpwl_um = 32330
pre_cts_ws_ns = 3.898

[hold_path]
hold_depth = 1
hp-class = "flop to flop"

[layout]
layout-drive-gt1-share = 0.2346
syn_to_final_growth_pct = 12.71
final_util = 0.5745

[run_status]
outcome = "complete, no violations"
## metrics by stage
| stage | cells | area [µm²] |
|---|---|---|
| 6_report | 2597 | 24860 |
| 3_5_place_dp | 2519 | 23440 |
| 5_1_grt | 2597 | 24860 |
| 2_1_floorplan | 1922 | 22050 |
| 3_3_place_gp | 2519 | 23440 |
| 4_1_cts | 2597 | 24860 |
## sequential cells by signal, indices dropped and copies added (netlist names)
| name | flops |
|---|---|
| blk_valid_d | 1 |
| blk_valid_d2 | 1 |
| cal_cnt | 2 |
| cal_pix | 38 |
| cal_pix_final | 50 |
| pix_ovalid | 1 |
| row_buffer0 | 40 |
| row_buffer1 | 40 |
| row_buffer2 | 36 |
| row_buffer3 | 36 |
| row_pix_buffer | 152 |
| row_pix_cnt | 2 |
| row_pix_vld | 1 |
## layout make-up
type	count	area, µm²
fill	3555	18410
multi-input combinational	1275	11090
sequential	400	10010
clock buffer	63	1211
timing repair buffer	100	1006
tap	585	732.0
inverter	159	596.8
clock inverter	15	200.2
## routing by layer
layer / GRT usage / part of all wire
met5: 0 / 0.00031
met4: 0.04848 / 0.023
met3: 0.03982 / 0.042
met2: 0.3579 / 0.48
met1: 0.3346 / 0.45
## final timing paths
path,slack (ns),start,endpoint
worst min register to register,0.44,cal_cnt[0],cal_cnt[0]
max in group asynchronous,6.00,rst_n,blk_valid_d
min in group asynchronous,1.24,rst_n,cal_pix_final[0][2]
worst min-delay path,0.44,cal_cnt[0],cal_cnt[0]
worst max register to register,4.11,row_pix_cnt[0],cal_pix_final[2][10]
worst max-delay path,4.11,row_pix_cnt[0],cal_pix_final[2][10]
## cell usage in the layout, fill, tap and decap left out, drive strengths merged, types with 4 or more instances in the layout
cell type	netlist	layout
and2	4	4
fa	16	16
o211ai	6	6
a31oi	11	11
nand2	84	84
o21ba	6	6
nor2	113	113
o21a	13	13
a21o	23	23
nand2b	17	17
mux2	363	363
xnor2	86	86
a211oi	6	6
xor2	25	25
or3	5	5
clkdlybuf4s50	0	85
mux2i	23	23
a22o	4	4
inv	159	160
o31ai	7	7
buf	27	15
clkbuf	61	63
o21bai	27	27
nor3	20	20
ha	160	160
nand3	6	6
a222oi	16	16
o21ai	36	36
nor2b	15	15
a22oi	24	24
a21oi	108	108
clkinv	0	10
o22ai	5	5
a311o	5	5
dfrtp	400	400
or2	4	4
## cells by family after synthesis
| family | count (synthesis) |
|---|---|
| XOR/XNOR | 111 |
| flip-flops | 400 |
| AND-OR/OR-AND | 322 |
| AND/OR/NAND/NOR | 280 |
| buffers and inverters | 247 |
| multiplexers | 386 |
| adder cells (fa/ha/maj) | 176 |
