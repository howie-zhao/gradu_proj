$ cat flow/run.sh
#!/bin/bash
# OpenROAD 26Q1-2900-gdf79404cd8, Yosys 0.63+post, stock flow scripts
make -C /OpenROAD-flow-scripts/flow DESIGN_CONFIG=/design/flow/config.mk WORK_HOME=/design/flow/orfs finish
$ cat flow/config.mk
export PLATFORM = sky130hd
export DESIGN_NAME = pe
export DESIGN_NICKNAME = pe
export VERILOG_FILES = /design/flow/design.v
export SDC_FILE = /design/flow/constraint.sdc
export NUM_CORES = 4
export LEC_CHECK = 1
export CORE_UTILIZATION = 50
$ cat flow/constraint.sdc
current_design pe

set clk_period 7.8
set clk_io_pct 0.2

create_clock -name clk0 -period $clk_period [get_ports {clk}]

set non_clock_inputs [all_inputs -no_clocks]
set_input_delay [expr $clk_period * $clk_io_pct] -clock clk0 $non_clock_inputs
set_output_delay [expr $clk_period * $clk_io_pct] -clock clk0 [all_outputs]
$ cat flow/design.v
module hold_reg(
    input  wire         clk,
    input  wire         nrst,
    input  wire         en,
    input  wire [ 7:0]  ref0,
    input  wire [ 7:0]  ref1,
    input  wire [ 7:0]  ref2,
    input  wire [ 7:0]  ref3,
    input  wire [ 7:0]  srh0,
    input  wire [ 7:0]  srh1,
    input  wire [ 7:0]  srh2,
    input  wire [ 7:0]  srh3,
    input  wire [ 7:0]  srh4,
    input  wire [ 7:0]  srh5,
    input  wire [ 7:0]  srh6,
    output reg          en_o,
    output reg  [ 7:0]  ref0_o,
    output reg  [ 7:0]  ref1_o,
    output reg  [ 7:0]  ref2_o,
    output reg  [ 7:0]  ref3_o,
    output reg  [ 7:0]  srh0_o,
    output reg  [ 7:0]  srh1_o,
    output reg  [ 7:0]  srh2_o,
    output reg  [ 7:0]  srh3_o,
    output reg  [ 7:0]  srh4_o,
    output reg  [ 7:0]  srh5_o,
    output reg  [ 7:0]  srh6_o
);
    always @(posedge clk or negedge nrst) begin
        if(!nrst) begin
            en_o    <= 1'b0;
            ref0_o  <= 8'b0;
            ref1_o  <= 8'b0;
            ref2_o  <= 8'b0;
            ref3_o  <= 8'b0;
            srh0_o  <= 8'b0;
            srh1_o  <= 8'b0;
            srh2_o  <= 8'b0;
            srh3_o  <= 8'b0;
            srh4_o  <= 8'b0;
            srh5_o  <= 8'b0;
            srh6_o  <= 8'b0;
        end
        else begin
            en_o    <= en;
            ref0_o  <= ref0;
            ref1_o  <= ref1;
            ref2_o  <= ref2;
            ref3_o  <= ref3;
            srh0_o  <= srh0;
            srh1_o  <= srh1;
            srh2_o  <= srh2;
            srh3_o  <= srh3;
            srh4_o  <= srh4;
            srh5_o  <= srh5;
            srh6_o  <= srh6;
        end
    end
endmodule
module mat_sqrad(
    input   wire            clk,
    input   wire            nrst,
    input   wire            en,
    input   wire    [ 7:0]  a0,
    input   wire    [ 7:0]  a1,
    input   wire    [ 7:0]  a2,
    input   wire    [ 7:0]  a3,
    input   wire    [ 7:0]  b0,
    input   wire    [ 7:0]  b1,
    input   wire    [ 7:0]  b2,
    input   wire    [ 7:0]  b3,
    output  reg             en_sqr,
    output  wire            sqr_valid,
    output  wire    [15:0]  z0,
    output  wire    [15:0]  z1,
    output  wire    [15:0]  z2,
    output  wire    [15:0]  z3
  );
    reg             en_sqr_d;
    always @(posedge clk or negedge nrst) begin
        if(!nrst) begin
            en_sqr <= 1'b0;
            en_sqr_d <= 1'b0;
        end
        else begin
            en_sqr <= en;
            en_sqr_d <= en_sqr;
        end
    end
    assign sqr_valid = en_sqr_d;
    sqr_abs_sub U0_sqr_abs_sub (
        .clk  ( clk ),
        .nrst ( nrst ),
        .en   ( en ),
        .a    ( a0 ),
        .b    ( b0 ),
        .z    ( z0 )
    );
    sqr_abs_sub U1_sqr_abs_sub (
        .clk  ( clk ),
        .nrst ( nrst ),
        .en   ( en ),
        .a    ( a1 ),
        .b    ( b1 ),
        .z    ( z1 )
    );
    sqr_abs_sub U2_sqr_abs_sub (
        .clk  ( clk ),
        .nrst ( nrst ),
        .en   ( en ),
        .a    ( a2 ),
        .b    ( b2 ),
        .z    ( z2 )
    );
    sqr_abs_sub U3_sqr_abs_sub (
        .clk  ( clk ),
        .nrst ( nrst ),
        .en   ( en ),
        .a    ( a3 ),
        .b    ( b3 ),
        .z    ( z3 )
    );
endmodule
module pe #(
    parameter offset = 2'd0     
)(
    input   wire            clk,
    input   wire            rst_n,
    input   wire            en,
    input   wire    [7:0]   ref0,
    input   wire    [7:0]   ref1,
    input   wire    [7:0]   ref2,
    input   wire    [7:0]   ref3,
    input   wire    [7:0]   srh0,
    input   wire    [7:0]   srh1,
    input   wire    [7:0]   srh2,
    input   wire    [7:0]   srh3,
    input   wire    [7:0]   srh4,
    input   wire    [7:0]   srh5,
    input   wire    [7:0]   srh6,
    output  wire            en_o,
    output  wire    [7:0]   ref0_o,
    output  wire    [7:0]   ref1_o,
    output  wire    [7:0]   ref2_o,
    output  wire    [7:0]   ref3_o,
    output  wire    [7:0]   srh0_o,
    output  wire    [7:0]   srh1_o,
    output  wire    [7:0]   srh2_o,
    output  wire    [7:0]   srh3_o,
    output  wire    [7:0]   srh4_o,
    output  wire    [7:0]   srh5_o,
    output  wire    [7:0]   srh6_o,
    output  wire    [19:0]  ssd_o,
    output  wire            ssd_ovalid,
    output  wire    [31:0]  blk_col_o
);
    wire    [7:0]   srh[6:0];
    wire            en_sqr;
    wire            sqr_valid;
    wire    [15:0]  z0;
    wire    [15:0]  z1;
    wire    [15:0]  z2;
    wire    [15:0]  z3;
    assign srh[0] = srh0;
    assign srh[1] = srh1;
    assign srh[2] = srh2;
    assign srh[3] = srh3;
    assign srh[4] = srh4;
    assign srh[5] = srh5;
    assign srh[6] = srh6;
    assign blk_col_o = {srh[offset+3], srh[offset+2], srh[offset+1], srh[offset+0]};
    hold_reg u_hold_reg (
        .clk       (clk),
        .nrst      (rst_n),
        .en        (en),
        .ref0      (ref0),
        .ref1      (ref1),
        .ref2      (ref2),
        .ref3      (ref3),
        .srh0      (srh0),
        .srh1      (srh1),
        .srh2      (srh2),
        .srh3      (srh3),
        .srh4      (srh4),
        .srh5      (srh5),
        .srh6      (srh6),
        .en_o      (en_o),
        .ref0_o    (ref0_o),
        .ref1_o    (ref1_o),
        .ref2_o    (ref2_o),
        .ref3_o    (ref3_o),
        .srh0_o    (srh0_o),
        .srh1_o    (srh1_o),
        .srh2_o    (srh2_o),
        .srh3_o    (srh3_o),
        .srh4_o    (srh4_o),
        .srh5_o    (srh5_o),
        .srh6_o    (srh6_o)
    );
    mat_sqrad  u_mat_sqrad (
        .clk    ( clk   ),
        .nrst   ( rst_n ),
        .en     ( en    ),
        .a0     ( ref0  ),
        .a1     ( ref1  ),
        .a2     ( ref2  ),
        .a3     ( ref3  ),
        .b0     ( srh[offset+0] ),
        .b1     ( srh[offset+1] ),
        .b2     ( srh[offset+2] ),
        .b3     ( srh[offset+3] ),
        .sqr_valid (sqr_valid),
        .en_sqr ( en_sqr),   
        .z0     ( z0    ),
        .z1     ( z1    ),
        .z2     ( z2    ),
        .z3     ( z3    )
    ); 
    pe_ssd_acc u_pe_ssd_acc (
        .clk       (clk),
        .rst_n     (rst_n),
        .sqr_valid (sqr_valid),  
        .a0        (z0),
        .a1        (z1),
        .a2        (z2),
        .a3        (z3),
        .z         (ssd_o),
        .z_valid   (ssd_ovalid)
    );
endmodule  
module pe_ssd_acc (
    input   wire            clk, 
    input   wire            rst_n,
    input   wire            sqr_valid,
    input   wire    [15:0]  a0,
    input   wire    [15:0]  a1,
    input   wire    [15:0]  a2,
    input   wire    [15:0]  a3,
    output  wire    [19:0]  z,
    output  wire            z_valid
);
    reg     [16:0]      a_temp0;
    reg     [16:0]      a_temp1;
    reg     [17:0]      a_temp;
    reg     [2:0]       sqr_valid_d;
    reg     [2:0]       srh_col_cnt;
    reg     [19:0]      acc_data;
    reg     [19:0]      acc_temp;
    always @(posedge clk or negedge rst_n) begin
        if (!rst_n) begin
            sqr_valid_d <= 'b0;
        end
        else begin
            sqr_valid_d <= {sqr_valid_d[1:0], sqr_valid};
        end
    end
    always @(posedge clk or negedge rst_n) begin
        if (!rst_n) begin
            a_temp0 <= 17'b0;
        end
        else if(sqr_valid) begin
            a_temp0 <= a0 + a1;
        end
        else begin
            a_temp0 <= 17'b0;
        end
    end
    always @(posedge clk or negedge rst_n) begin
        if (!rst_n) begin
            a_temp1 <= 17'b0;
        end
        else if(sqr_valid) begin
            a_temp1 <= a2 + a3;
        end
        else begin
            a_temp1 <= 17'b0;
        end 
    end
    always @(posedge clk or negedge rst_n) begin
        if (!rst_n) begin
            a_temp <= 18'b0;
        end
        else if(sqr_valid_d[0]) begin
            a_temp <= a_temp0 + a_temp1;
        end
        else begin
            a_temp <= 18'b0;
        end 
    end
    always @(posedge clk or negedge rst_n) begin
        if (!rst_n) begin
            srh_col_cnt <= 0;
        end
        else if(sqr_valid_d[1]) begin
            if (srh_col_cnt == 4) begin
                srh_col_cnt <= 1;
            end else begin
                srh_col_cnt <= srh_col_cnt + 1; 
            end
        end
        else begin
            srh_col_cnt <= 0;
        end 
    end
    always @(posedge clk or negedge rst_n) begin
        if (!rst_n) begin
            acc_data <= 0;
        end
        else if(sqr_valid_d[1]) begin
            acc_data <= a_temp + acc_temp;
        end
        else begin
            acc_data <= 0;
        end 
    end
    always @(*) begin
        if (srh_col_cnt == 4) begin
            acc_temp = 0;
        end
        else begin
            acc_temp = acc_data;
        end
    end
    assign z = acc_data;
    assign z_valid = (srh_col_cnt == 4);
endmodule  
module sqr_abs_sub(
    input   wire            clk,
    input   wire            nrst,
    input   wire            en,
    input   wire    [ 7:0]  a,
    input   wire    [ 7:0]  b,
    output  reg     [15:0]  z
);
    wire    [ 7:0]      in_a;
    wire    [ 7:0]      in_b;
    wire    [ 8:0]      sub;
    wire    [ 7:0]      abs_sub_tmp;
    reg                 en_d;
    reg     [ 7:0]      abs_sub;
    wire    [ 7:0]      tmp00;
    wire    [ 8:0]      tmp10;
    wire    [ 9:0]      tmp20;
    wire    [10:0]      tmp30;
    wire    [11:0]      tmp40;
    wire    [12:0]      tmp50;
    wire    [13:0]      tmp60;
    wire    [14:0]      tmp70;
    wire    [15:0]      squ;
    assign in_a = en? a: 8'b0;
    assign in_b = en? b: 8'b0;
    assign sub = in_a-in_b;
    assign abs_sub_tmp = sub[8]? (~sub[7:0]+1): sub[7:0];
    always @(posedge clk or negedge nrst) begin
        if(!nrst) 
            en_d <= 1'b0;
        else if(en) 
            en_d <= en;
    end
    always @(posedge clk or negedge nrst) begin
        if(!nrst) 
            abs_sub <= 8'b0;
        else if(en)
            abs_sub <= abs_sub_tmp;
    end
    assign tmp00 = (abs_sub& {8{abs_sub[0]}});
    assign tmp10 = (abs_sub& {8{abs_sub[1]}})<<1;
    assign tmp20 = (abs_sub& {8{abs_sub[2]}})<<2;
    assign tmp30 = (abs_sub& {8{abs_sub[3]}})<<3;
    assign tmp40 = (abs_sub& {8{abs_sub[4]}})<<4;
    assign tmp50 = (abs_sub& {8{abs_sub[5]}})<<5;
    assign tmp60 = (abs_sub& {8{abs_sub[6]}})<<6;
    assign tmp70 = (abs_sub& {8{abs_sub[7]}})<<7;
    assign squ = ((tmp00+ tmp10)+ (tmp20+ tmp30))+ ((tmp40+ tmp50)+ (tmp60+ tmp70));
    always @(posedge clk or negedge nrst) begin
        if(!nrst) 
            z <= 16'b0;
        else if(en_d)
            z <= squ;
    end
endmodule
==> flow_metrics.py <==
# Generated from Yosys and OpenROAD reports
metrics = {
    "run_status": {
        "status": "finished clean",
    },
    "timing": {
        "rsz0062_at_grt": "false",
        "max-slew-margin-rel": 0.5324,
        "worst_hold_slack_ns": 0.3830,
        "fin_ws_ns": 3.180,
        "period_needed_ns": 4.620,
        "clock_skew_ns": 0.01524,
        "period_used_share": 0.5923,
        "finalSetupViolations": 0,
        "tightest_slew_ns": 0.7014,
        "hold_viol_final": 0,
        "slew_viol_final": 0,
        "fmax_ghz": 0.2164,
        "tns_ns": 0,
    },
    "min_path": {
        "hold_path_depth": 0,
        "holdPathEnd": "u_mat_sqrad.en_sqr_d$_DFF_PN0_",
        "hold_path_class": "flop to flop",
        "hold_start": "u_mat_sqrad.en_sqr$_DFF_PN0_",
    },
    "clocking": {
        "postCtsSetupBuffers": 0,
        "cts_sinks": 260,
        "worst_setup_hold_path_clk_slew_ns": 0.06,
        "post_cts_resized": 0,
        "clock_latency_ns": 0.57,
        "cts_max_level": 1,
        "clock-root-buffer": "clkbuf_16",
        "numCtsBuffers": 30,
        "postCtsHoldBufs": 0,
        "clk_path_buf_depth": 3,
        "cts_tree": "built",
    },
    "setup_path": {
        "ff2ff_path_depth": 15,
        "rrSetupSlack_ns": 3.18,
        "cp-end-kind": "flop",
        "worstSetupPathType": "flop to flop",
        "worstPathArrival_ns": 5.10,
        "reg2reg_to": "u_mat_sqrad.U0_sqr_abs_sub.z[13]$_DFFE_PN0P_",
        "critPathRequiredTime_ns": 8.28,
        "worstPathMaxFanout": 10,
        "reg2reg_from": "u_mat_sqrad.U0_sqr_abs_sub.abs_sub[5]$_DFFE_PN0P_",
        "worst_setup_path_start_kind": "flop",
    },
    "logic_synthesis": {
        "ys.flops": 260,
        "synth_cells": 1936,
        "ys_async_sr_fraction": 1.000,
        "synth_top_flop_cell": "dfrtp_1",
        "ys_cells": 1936,
        "yosysUniqueCellTypes": 66,
        "top_cell_area_share": 0.3388,
        "synth_seq_share": 0.3388,
        "topCellsByArea": "dfrtp_1 (34%), ha_1 (13%), fa_1 (11%)",
        "top_area_cell": "dfrtp_1",
        "enable_flop_cells": 0,
        "syn_area_per_cell_sq_um": 9.919,
        "yosysChipArea_sq_mm": 0.01920,
        "yosysWarningCount": 5,
        "synthesis.area_sq_mm": 0.01920,
    },
    "routing": {
        "insertedDiodeCount": 0,
        "wl_per_cell_um": 14.00,
        "routed_wirelength_mm": 37.09,
        "via_count": 13390,
        "drt_iter0_drc": 399,
        "viasPerCell": 5.055,
        "firstDrtPassIters": 4,
        "drc_errors": 0,
        "postRouteAntennaNets": 0,
    },
    "layout": {
        "syn_to_final_growth_pct": 18.75,
        "stdcell_count": 2649,
        "register_area_sq_mm": 0.006507,
        "lay_top_cells": "dfrtp_1 (259), clkdlybuf4s50_1 (230), ha_1 (207), inv_1 (191), and2_1 (161)",
        "final_util": 0.6040,
        "fin_area_sq_mm": 0.02280,
        "comb_area_sq_mm": 0.01152,
        "drive_above_1_share": 0.05426,
        "layout_top_cell": "dfrtp_1",
        "fill_cells": 3072,
    },
    "die": {
        "ios": 233,
        "placementRows": 71,
        "die-area_sq_mm": 0.03919,
        "die_h_um": 198.0,
        "fp_util": 0.5086,
        "die_w_um": 198.0,
        "core_sq_mm": 0.03776,
    },
    "global_routing": {
        "grt_max_degree": 123,
        "grt_util_all_layers": 0.2097,
        "grt_overflow": 0,
        "grt_pass1_wl_mm": 64.45,
        "antenna_found_initial": 0,
        "grt_pass1_vias": 13513,
    },
    "placement": {
        "place_ws_ns": 2.795,
        "placed_area_sq_mm": 0.02178,
        "dp_cells": 2596,
        "portBuffers": 232,
        "finalWeightedCongestion": 0.8938,
        "hpwl_mm": 28.27,
    },
    "job": {
        "warning_count": 33,
        "drv_cap": 0,
    },
}
-- kinds of logic after synthesis --
family	count (synthesis)	share of synthesized area
AND/OR/NAND/NOR	550	0.1492
adder cells (fa/ha/maj)	313	0.2454
flip-flops	260	0.3388
AND-OR/OR-AND	376	0.1289
XOR/XNOR	104	0.04743
multiplexers	51	0.02893
buffers and inverters	282	0.06138
-- worst max-delay path by stage --
stage                                                             start                                      endpoint  slack, ns  depth (start not counted)
after global routing  u_mat_sqrad.U3_sqr_abs_sub.abs_sub[5]$_DFFE_PN0P_  u_mat_sqrad.U3_sqr_abs_sub.z[13]$_DFFE_PN0P_       2.87                         15
final                 u_mat_sqrad.U0_sqr_abs_sub.abs_sub[5]$_DFFE_PN0P_  u_mat_sqrad.U0_sqr_abs_sub.z[13]$_DFFE_PN0P_       3.18                         15
after CTS             u_mat_sqrad.U3_sqr_abs_sub.abs_sub[5]$_DFFE_PN0P_  u_mat_sqrad.U3_sqr_abs_sub.z[13]$_DFFE_PN0P_       3.16                         15
-- layer usage --
metal  global-route usage  part of all wire  vias up
met5                    0                 0        -
met1               0.3256              0.48     6187
met2               0.3178              0.43      256
met3              0.05069             0.063       44
li1                     -                 -     6903
met4              0.03388             0.020        0
-- cell usage after synthesis (all sizes together), types with 10 or more instances --
cell,count
dfrtp,260
ha,207
inv,191
and2,162
nand2,126
fa,106
nor2,103
a21oi,101
o21ai,68
xnor2,65
clkbuf,55
a21o,49
o21a,43
xor2,39
mux2,36
buf,35
nor2b,30
nand3,27
a211oi,23
and3,20
nor3,19
mux2i,15
o31ai,15
or2,13
a31oi,12
nand2b,11
o31a,11
o21bai,10
-- critical path, stage by stage (launching register included) --
cell and delay (ns):
dfrtp_1 0.56, inv_1 0.12, nor2_1 0.22, fa_1 0.48, fa_1 0.54, inv_1 0.05
fa_1 0.51, fa_1 0.54, inv_1 0.04, ha_1 0.33, o21ai_0 0.13, a21oi_1 0.14
o31a_1 0.30, o21a_1 0.19, o21a_1 0.16, o31ai_1 0.21
-- registers in the layout (all words and copies together), names as in the netlist, 8 cells and up --
signal and cells:
u_hold_reg.srh0_o 8, u_hold_reg.ref3_o 8, u_hold_reg.srh4_o 8, u_hold_reg.ref1_o 8
u_mat_sqrad.U0_sqr_abs_sub.z 15, u_hold_reg.ref2_o 8, u_mat_sqrad.U2_sqr_abs_sub.abs_sub 8, u_mat_sqrad.U2_sqr_abs_sub.z 15
u_pe_ssd_acc.a_temp1 17, u_mat_sqrad.U0_sqr_abs_sub.abs_sub 8, u_mat_sqrad.U1_sqr_abs_sub.z 15, u_mat_sqrad.U1_sqr_abs_sub.abs_sub 8
u_hold_reg.srh1_o 8, u_pe_ssd_acc.a_temp0 17, u_hold_reg.srh2_o 8, u_hold_reg.ref0_o 8
u_pe_ssd_acc.acc_data 20, u_hold_reg.srh3_o 8, u_hold_reg.srh5_o 8, u_mat_sqrad.U3_sqr_abs_sub.abs_sub 8
u_mat_sqrad.U3_sqr_abs_sub.z 15, u_hold_reg.srh6_o 8, u_pe_ssd_acc.a_temp 18
-- cell type report --
| type | instances | area share |
|---|---|---|
| multi-input combinational | 1394 | 0.5051 |
| sequential | 260 | 0.2854 |
| clock inverter | 9 | 0.005871 |
| timing repair buffer | 239 | 0.1048 |
| tap | 511 | 0.02804 |
| inverter | 192 | 0.03160 |
| clock buffer | 44 | 0.03918 |
