**flow/design.v**
```verilog
module ref_gen (
    input   wire            clk,
    input   wire            rst_n,
    input   wire            vsync,
    input   wire            hsync,
    input   wire [11:0]     vref_p1,
    input   wire [11:0]     vref_p2,
    input   wire [11:0]     href_p1,
    input   wire [11:0]     href_p2,
    output  reg             vref,
    output  reg             href,
    output  reg             vsync_start
);
    reg     [11:0]          hcnt;
    reg     [11:0]          vcnt;
    reg                     hsync_1d;
    wire                    hsync_pos;
    reg                     vsync_1d;
    wire                    vsync_pos;
    always @(posedge clk or negedge rst_n) begin
        if(!rst_n) 
            hcnt <= 12'b0;
        else if(~hsync) 
            hcnt <= 12'b0;
        else if(vsync_start)     
            hcnt <= hcnt + 12'b1;
    end
    always @(posedge clk) begin
        href <= (hcnt > href_p1-2) & (hcnt < href_p2-1);
    end
    always @(posedge clk or negedge rst_n) begin
        if(!rst_n) begin
            hsync_1d <= 1'b0;
            vsync_1d <= 1'b0;
        end
        else begin 
            hsync_1d <= hsync;
            vsync_1d <= vsync;
        end
    end
    assign hsync_pos = hsync & (~hsync_1d);
    assign vsync_pos = vsync & (~vsync_1d);
    always @(posedge clk or negedge rst_n) begin
        if(!rst_n) 
            vsync_start <= 1'b0;
        else if (vsync_pos) begin
            vsync_start <= 1'b1;
        end
    end
    always @(posedge clk or negedge rst_n) begin
        if(!rst_n) 
            vcnt <= 12'b0;
        else if(~vsync) 
            vcnt <= 12'b0;
        else if(vsync & hsync_pos & vsync_start)
            vcnt <= vcnt + 12'b1;
    end
    always @(posedge clk) begin
        vref = (vcnt > vref_p1-1) & (vcnt < vref_p2);
    end
endmodule
```
**flow/run.sh**
```bash
#!/bin/bash
# OpenROAD 26Q1-2900-gdf79404cd8, Yosys 0.63+post, stock flow scripts
make -C /OpenROAD-flow-scripts/flow DESIGN_CONFIG=/design/flow/config.mk WORK_HOME=/design/flow/orfs finish
```
**flow/config.mk**
```make
export PLATFORM = sky130hd
export DESIGN_NAME = ref_gen
export DESIGN_NICKNAME = ref_gen
export VERILOG_FILES = /design/flow/design.v
export SDC_FILE = /design/flow/constraint.sdc
export NUM_CORES = 4
export LEC_CHECK = 1
export CORE_UTILIZATION = 40
```
**flow/constraint.sdc**
```tcl
current_design ref_gen

set clk_period 4.4
set clk_io_pct 0.2

create_clock -name clk0 -period $clk_period [get_ports {clk}]

set non_clock_inputs [all_inputs -no_clocks]
set_input_delay [expr $clk_period * $clk_io_pct] -clock clk0 $non_clock_inputs
set_output_delay [expr $clk_period * $clk_io_pct] -clock clk0 [all_outputs]
```
==> flow_summary.toml <==
# yosys + openroad results
[outcome]
status = "complete, no violations"

[power]
p_switching_mw = 0.1802
p_leak_nw = 1.662
p_total_mw = 0.6430
cellInternalPower_mw = 0.4628
p_comb_share_pct = 23.3
power_density_nw_per_um2 = 176.9
swShare_pct = 28.02
peakVddDrop_mv = 0.1844
p_clk_share_pct = 33.7
p_seq_share_pct = 43.0

[layout]
most-common-layout-cells = "clkdlybuf4s50_1 (54), ha_1 (51), xnor2_1 (34)"
final_layout_size_suffix_gt1_share_pct = 4.897
area_growth_pct = 25.64
layout.cells.most_common = "clkdlybuf4s50_1"
stdcell_count = 484
fillerInstances = 633
seq_area_sq_um = 715.7
logic_area_sq_um = 2079

[worst_setup_path]
r2r_start = "hcnt[2]"
worstPathArrival_ns = 3.66
r2r_setup_slack_ns = 2.52
reg2regPathDepth = 6
cp_max_fo = 3
rr_endpoint = "href"
end_kind = "flop"
cp-start-kind = "primary input"
critPathRequiredTime_ns = 4.55
worstSetupPathType = "primary input to flop"

[synthesis]
synthCells = 328
ys_seq_share_pct = 24.73
avgSynthCellArea_sq_um = 8.823
flop_cell = "dfrtp_1"
yosysWarnings = 1
synth-seq-cells = 29
ys_cells = 328
synth_area_sq_um = 2894
yosys_area_sq_um = 2894
ys_types = 44
async_flop_share_pct = 93.10
synth-edff-count = 0

[die]
die_area_sq_um = 7579
fp_util_pct = 41.90
io_pins = 55
fp.dieH_um = 87.06
coreArea_sq_um = 6907
fp.dieW_um = 87.06
rows = 30

[timing]
fin_setup_tns_ns = 0
fmax_mhz = 284.7
hold_viol = 0
worst_hold_slack_ns = 0.5406
finalWorstSetupSlack_ns = 0.8873
fin_crit_ns = 3.513
setup_viol = 0
tightest_slew_ns = 0.6340
slew_headroom_pct = 57.16
finalClockSkew_ns = 0.007340
finalMaxSlewViolations = 0
rsz0062_at_grt = "no"
period_used_pct = 79.83

[grt]
grt_pass1_vias = 2189
gr-usage-all-layers_pct = 17.51
antenna_found_initial = 0
grt_max_degree = 28
overflow = 0
grt_pass1_wl_mm = 10.29

[cts]
clkLatencyLatePin_ns = 0.28
cts_tree = "done"
clk_pin_slew_worst_paths_ns = 0.07
cts-root-buf = "clkbuf_8"
hold_buffers = 0
htreeDepth = 2
cts_buffer_depth = 2
cts.repair.resized = 0
postCtsSetupBuffers = 0
cts_sinks = 29
numCtsBuffers = 5

[run]
cap_viol_max_count = 0
tool_warnings = 25

[detailed_routing]
wirelength_mm = 6.080
n_antenna_cell = 0
vias = 2406
drc = 0
vias_per_cell = 4.971
wire_per_inst_um = 12.56
detail-route-antenna-nets = 0
drtIter0Drc = 64
drt_pre_antenna_iters = 4

[min_path]
hold_class = "flop to flop"
min_path_cells = 2
min_from = "vsync_1d"
worstHoldEndpoint = "vsync_start"

[placement]
place_ws_ns = 0.5960
dp_cells = 476
hpwl_mm = 4.985
gp_congestion = 0.8035
port_buffers = 54
how the worst max path moves through the flow:
stage / from / end / slack (ns) / cells past startpoint
6_report: href_p1[4] / href / 0.89 / 12
5_1_grt: href_p1[4] / href / 0.49 / 12
4_1_cts: href_p1[5] / href / 0.86 / 12
synth_stat cells, drive strengths merged (6+ instances only):
cell    count  share of area, %
a21oi      14               2.4
nor2b       7               1.5
nand4      13               2.8
nand2      25               3.3
and2       21               4.6
dfrtp      27                23
nor3       10               1.7
ha         51                22
a211oi      6               1.7
a21o        8               2.1
xnor2      34                10
inv        23               3.0
xor2       16               4.8
nor2       20               2.7
nand3       7               1.2
final cells by class:
class	count	share of cell area, %
inverters	23	2.374
multi-input cells	273	57.19
repair buffers	55	15.07
flip-flops and latches	29	19.68
clock buffers	5	1.893
clock inverters	3	0.4818
well taps	96	3.304
logic make-up (layout without fill, tap and decap cells):
group                    Yosys count  in the layout  share of synthesized area [%]
AND/OR/NAND/NOR                  128            128                          24.47
adder cells (fa/ha/maj)           51             51                          22.05
XOR/XNOR                          50             50                          15.13
AND-OR/OR-AND                     42             42                          9.512
flip-flops                        29             29                          24.73
buffers and inverters             26             86                          3.415
multiplexers                       2              2                         0.6918
metrics by stage:
step | util, % | area (sq um)
3_3_place_gp | 51.39 | 3550
4_1_cts | 52.64 | 3636
5_1_grt | 52.64 | 3636
6_report | 52.64 | 3636
2_1_floorplan | - | 2894
3_5_place_dp | 51.39 | 3550
sequential cells by signal, indices dropped and copies added, names as in the netlist:
signal / flops
vsync_1d: 1
vcnt: 12
hsync_1d: 1
vsync_start: 1
vref: 1
hcnt: 12
href: 1
routing by layer:
| metal | vias to the layer above | part of all wire (%) | wire [um] | GRT usage, % |
|---|---|---|---|---|
| met5 | - | 0 | 0 | 0 |
| met4 | 0 | 0.56 | 34 | 1.212 |
| li1 | 1278 | - | - | - |
| met3 | 4 | 4.8 | 294 | 3.269 |
| met1 | 1081 | 54 | 3298 | 29.08 |
| met2 | 43 | 40 | 2452 | 24.91 |
worst max-delay path, stage by stage:
cell and delay, ns:
clkdlybuf4s50_1 0.45, or3_1 0.40, nor3_1 0.26, nand2b_1 0.14, nor4_1 0.24, xnor2_1 0.16, ha_1 0.27, nand4_1 0.13
or2_2 0.13, a21oi_1 0.04, a2111oi_0 0.47, a211oi_2 0.08
power by group through the flow:
stage     combinational (mW)  sequential, mW  clock, mW
6_report               0.150           0.277      0.217
5_1_grt                0.169           0.278      0.236
4_1_cts                0.151           0.277      0.224
Power and IR drop assume default switching activity.
